`flow/run.sh`:
```
#!/bin/bash
# OpenROAD 26Q1-2900-gdf79404cd8, Yosys 0.63+post, stock flow scripts
make -C /OpenROAD-flow-scripts/flow DESIGN_CONFIG=/design/flow/config.mk WORK_HOME=/design/flow/orfs finish
```
`flow/config.mk`:
```
export PLATFORM = sky130hd
export DESIGN_NAME = conversor_BCD_7SEG
export DESIGN_NICKNAME = conversor_BCD_7SEG
export VERILOG_FILES = /design/flow/design.v
export SDC_FILE = /design/flow/constraint.sdc
export NUM_CORES = 4
export LEC_CHECK = 1
export CORE_AREA = 10 10 70 70
export DIE_AREA = 0 0 80 80
```
`flow/constraint.sdc`:
```
current_design conversor_BCD_7SEG

set clk_period 1.4
set clk_io_pct 0.2

create_clock -name clk0 -period $clk_period

set non_clock_inputs [all_inputs -no_clocks]
set_input_delay [expr $clk_period * $clk_io_pct] -clock clk0 $non_clock_inputs
set_output_delay [expr $clk_period * $clk_io_pct] -clock clk0 [all_outputs]
```
`flow/design.v`:
```
`timescale 1ns / 1ps
module conversor_BCD_7SEG(cifraBCD, cod7SEG);
input [3:0] cifraBCD; 
 output [7:0] cod7SEG; 
 reg [7:0] cod7SEG; 
 parameter APAGADO = 8'b111_11111;  
 parameter CERO = 8'b000_00011;  
 parameter UNO = 8'b100_11111;  
 parameter DOS = 8'b001_00101;  
 parameter TRES = 8'b000_01101;  
 parameter CUATRO = 8'b100_11001;  
 parameter CINCO = 8'b010_01001;  
 parameter SEIS = 8'b010_00001;  
 parameter SIETE = 8'b000_11111;  
 parameter OCHO = 8'b000_00001;  
 parameter NUEVE = 8'b000_01001;  
 always @(cifraBCD) 
 case (cifraBCD) 
	 0: cod7SEG <= CERO; 
	 1: cod7SEG <= UNO; 
	 2: cod7SEG <= DOS; 
	 3: cod7SEG <= TRES; 
	 4: cod7SEG <= CUATRO; 
	 5: cod7SEG <= CINCO; 
	 6: cod7SEG <= SEIS; 
	 7: cod7SEG <= SIETE; 
	 8: cod7SEG <= OCHO; 
	 9: cod7SEG <= NUEVE; 
	 default: cod7SEG <= APAGADO; 
 endcase 
endmodule
```
==> results.txt <==
Status - finished with violations
Failing checks - setup timing
Critical Path RT - 1.12 ns
Fmax - 642.9 MHz
Drc violations - 0
Worst setup SP type - input pin
Static Leak - 0.0002242 uW
Post-route setup slack - -0.1555 ns
Tool warnings - 38
Final hold vios - 0
Min-Delay Path Depth - 4
PortBufs - 11
Synthesized area per cell - 6.327 um^2
Pin count of the biggest net entering global routing - 11
Yosys top cell area share - 28.25%
Peak VDD IR - 0.03646 mV
First-pass GRT wire length - 1.366 mm
Max incr delay on CP - 0.23 ns
Tally of non-filler cells in the final layout - 101
# placed instances - 95
Crit end category - output port
Pwr/cell area - 250.9 nW/um^2
CP Class - input pin to output port
Fin crit share - 111.1%
Top logic family - simple AND/OR/NAND/NOR gates
Yosys cell count - 35
Dominant logic cell types in the final layout - buf_6 (7), buf_4 (7), buf_2 (6)
DIE AREA - 6400 um^2
Distinct cells, synth - 15
Die H - 80 um
Initial DRC Count - 14
GRT Total Usage - 2.447%
Cell area after placement - 410.4 um^2
Rows - 21
Total wire length - 804 um
Fin Setup TNS - -0.4131 ns
Crit path DAT - 1.28 ns
Grt ovf - 0
Share of cells above drive strength 1 - 65.45%
Avg WL per Cell - 7.960 um
Adder share - 28.25%
Core Box Area - 3416 um^2
DR pass1 iterations - 2
Sequential cell area - 0 um^2
Slowest cell on crit path - or2_4
Pre-Place Util - 6.484%
Hold_sp - cifraBCD[3]
Maximum Capacitance Violations - 0
Sequential fraction of the synthesis area - 0%
Mux share - 0%
Cell Chain, Critical Path - buf_6 -> buf_6 -> ha_4 -> or2_4 -> a21oi_4 -> buf_6 -> a31oi_1 -> buf_2
AO/OA Area Share - 24.86%
Finished Cell Area - 526.8 um^2
Flop count - 0
Post-synth top area cell - ha_1
Initial antenna violation count - 0
Cell count after synthesis - 35
Number of global-route vias before repair - 279
YS warnings - 1
Layout area overhead - 137.9%
Top area cell types - ha_1 (28%), o21ai_0 (14%), nand2b_1 (11%)
Mapped Area - 221.5 um^2
CP most frequent cell - buf_6
HP Class - input pin to output port
DP Wirelength - 606.8 um
Hold worst-path end - cod7SEG[5]
Hold_ws - 0.9857 ns
Die width - 80 um
I/O pin cnt - 12
CP Max Fanout - 2
Yosys synthesis chip area - 221.5 um^2
Gpl congestion - 0.8229
Slew Viols, Final - 0
RSZ-0062 raised after global routing - true
Via count - 297
Synth Area in Simple Gates - 29.38%
Antenna diodes - 0
# setup viols final - 4
Vias per std cell - 2.941
Post-DRT Antenna Nets - 0
Xor+xnor area frac - 0%
Fin crit period - 1.556 ns
CLK BUF - 0
-- worst max path at each step --
stage                from          to  slack [ns]  cells past startpoint
finish        cifraBCD[0]  cod7SEG[4]       -0.16                      8
global route  cifraBCD[1]  cod7SEG[4]       -0.19                      8
CTS           cifraBCD[0]  cod7SEG[4]       -0.16                      8
-- what timing repair did --
action | 4_1_cts | 5_1_grt
pin swaps | 10 | 5
gates resized | 56 | 8
setup endpoints to repair | 7 | 7
buffers inserted | 6 | 0
hold buffers | 0 | 0
-- critical path, delay by kind of cell --
| family | cells | cell delay [ns] |
|---|---|---|
| buffers and inverters | 4 | 0.45 |
| AOI/OAI and AO/OA | 2 | 0.19 |
| and+or+nand+nor | 1 | 0.23 |
| adders and majority gates | 1 | 0.14 |
-- area by class of cell --
type | instances | area (um^2)
well taps | 46 | 57.56
repair buffers | 23 | 183.9
fillers | 389 | 2889
inverters | 3 | 11.26
multi-input cells | 29 | 274.0
-- synth_stat cells, drive strengths merged --
| cell | instances |
|---|---|
| or2b | 1 |
| buf | 3 |
| ha | 5 |
| a31oi | 1 |
| nor2 | 5 |
| inv | 3 |
| nand2 | 2 |
| or2 | 1 |
| nand2b | 4 |
| conb | 1 |
| o21ai | 6 |
| a21oi | 3 |
-- report_power, final --
part | switching (uW) | total [uW] | internal (uW)
combinational | 56.2 | 132 | 76.0
sequential | 0 | 0 | 0
clock | 0 | 0 | 0
-- kinds of logic (layout without fill, tap and decap cells) --
family                     Yosys count  in the layout
and+or+nand+nor                     13             13
buffers and inverters                6             26
other                                1              1
AOI/OAI and AO/OA                   10             10
adders and majority gates            5              5
-- per-stage QoR --
stage                     util, %  power (uW)  setup WS, ns
after floorplan                 -       39.04        0.2378
after global placement      12.01       104.5       -0.8220
after detailed placement    12.01       104.4       -0.8189
after CTS                   14.87       125.8       -0.1575
after global routing        15.42       145.9       -0.1883
final                       15.42       132.2       -0.1555
-- layer usage --
metal	up-vias	wire (um)	part of all wire, %	track usage, %
met5	-	0	0	0
met4	0	0	0	0
met3	0	28	3.5	0.2273
met2	5	387	48	4.334
met1	142	387	48	3.296
li1	150	-	-	-
Power figures rest on the tool's default switching activity, not on a simulated workload.

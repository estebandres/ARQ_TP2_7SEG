[flow/design.v]
`timescale 1ns / 1ps
module multiplexor_RegBCD(reg_cifrasBCD,reloj_1ms,cifraBCD,pantalla);
	parameter TAM_REG_BCD = 8+4;
	parameter CANT_PANTALLAS = (8+4)/4;
	input [TAM_REG_BCD-1 : 0] reg_cifrasBCD;
	input reloj_1ms;
	output reg [3:0] cifraBCD;
	output [CANT_PANTALLAS-1:0] pantalla;
	reg [CANT_PANTALLAS-1 : 0] pantalla_aux;
	initial pantalla_aux = {CANT_PANTALLAS{1'b1}} >> 1; 
	assign pantalla = pantalla_aux;
	integer i = 0;
	always@ (posedge reloj_1ms)
	begin
		if(i >= (TAM_REG_BCD))
			i = 0;
		cifraBCD = (reg_cifrasBCD>>i);
		i = i+4;
		pantalla_aux = {pantalla_aux[CANT_PANTALLAS-2:0], pantalla_aux[CANT_PANTALLAS-1:CANT_PANTALLAS-1]};
	end
endmodule
[flow/run.sh]
#!/bin/bash
# OpenROAD 26Q1-2900-gdf79404cd8, Yosys 0.63+post, stock flow scripts
make -C /OpenROAD-flow-scripts/flow DESIGN_CONFIG=/design/flow/config.mk WORK_HOME=/design/flow/orfs finish
[flow/config.mk]
export PLATFORM = sky130hd
export DESIGN_NAME = multiplexor_RegBCD
export DESIGN_NICKNAME = multiplexor_RegBCD
export VERILOG_FILES = /design/flow/design.v
export SDC_FILE = /design/flow/constraint.sdc
export NUM_CORES = 4
export LEC_CHECK = 1
export CORE_AREA = 10 10 110 110
export DIE_AREA = 0 0 120 120
[flow/constraint.sdc]
current_design multiplexor_RegBCD

set clk_period 7.5
set clk_io_pct 0.2

create_clock -name clk0 -period $clk_period [get_ports {reloj_1ms}]

set non_clock_inputs [all_inputs -no_clocks]
set_input_delay [expr $clk_period * $clk_io_pct] -clock clk0 $non_clock_inputs
set_output_delay [expr $clk_period * $clk_io_pct] -clock clk0 [all_outputs]
==> flow_summary.toml <==
# physical design summary
[final_timing]
worst_pin_slew_ns = 0.776
rsz0062_at_grt = "no"
min_period_ns = 3.37
finalHoldViolCount = 0
slew_headroom = 0.482
max_freq_ghz = 0.297
worst_hold_slack_ns = 0.353
setup_viol = 0
timing.setup.tns_ns = 0
skew_ns = 0.0140
finalMaxSlewViolations = 0
finalCritPeriodShare = 0.449

[detailed_routing]
drc = 0
diodes = 0
routed_wl_mm = 4.98
vias = 1887
drt_first_pass_iters = 4
viasPerCell = 4.69
drtIter0Drc = 194
antenna_left = 0
wire_per_inst_um = 12.4

[clock_tree]
post_cts_resize_count = 0
cts.sinks = 39
cts_tree = "built"
path_clk_slew_ns = 0.08
post_cts_buffers = 0
holdBufCountCts = 0
numCtsBuffers = 5
htree_levels = 2
cts_max_path_buffers = 2
cts_root_buf = "clkbuf_8"
clock_latency_ns = 0.29

[power_and_ir_drop]
power.clock.fraction = 0.450
p_leak_nw = 0.895
seq_power_share = 0.508
switching_share = 0.202
ir_drop_uv = 55.2
combPwrFrac = 0.042
intPower_w = 0.000326
power_density_nw_per_um2 = 150
power_switching_w = 0.0000825

[worst_setup_path]
worstReg2RegStart = "i[25]"
arrival_ns = 3.54
crit_path_start = "i[25]"
startpoint_type = "flop"
cp.required_ns = 7.67
path_class = "reg2reg"
cp_max_fo = 14
cp-end-kind = "flop"

[synthesis]
common_cells = "39 x dfxtp_1, 32 x nor2_1, 19 x nand2_1"
avgSynthCellArea_um2 = 9.16
top_area_frac = 0.340
ys.flops = 39
ys_cells = 251
flop_cell = "dfxtp_1"
yosys.cell_count.top_type = "dfxtp_1"
syn-cell-area_um2 = 2300
top_area_cell = "dfxtp_1"
syn_inst = 251
enable_flop_cells = 0
ys_seq_frac = 0.340
yosysWarningCount = 1
area_leaders = "dfxtp_1 34%, xnor2_1 6.9%, nor4_4 6.5%"
synthArstFlopShare = 0
yosysUniqueCellTypes = 61
ys_area_um2 = 2300

[status]
status = "complete, no violations"

[cells_and_area]
final_util = 0.279
final_layout_size_suffix_gt1_frac = 0.156
final_cells = 402
logic_area_um2 = 1430
ff_latch_area_um2 = 781
area_growth_pct = 18.7
n_fill_cell = 1023

[job]
max-cap-violations = 0
warnings = 25

[die]
ioPinCount = 20
die_w_um = 120
core_area_um2 = 9770
die_y_um = 120
fp_util = 0.235
row_count = 36
die-area_um2 = 14400

[global_routing]
antenna_found_initial = 0
overflow = 0
grt_pass1_wl_mm = 8.57
grt_max_degree = 36
grtUsageTotal = 0.0691
grt_pass1_vias = 1766

[worst_hold_path]
hold_start = "pantalla_aux[2]"
hold_class = "reg2reg"

[placement]
dp_hpwl_mm = 3.52
placed_cells = 394
gp_routability_congestion = 0.966
port_buffers = 19
-- path summary, 6_finish.rpt --
kind	end	slack [ns]	cells past startpoint
setup / recovery	i[28]	4.13	12
hold / removal	pantalla_aux[0]	0.35	0
setup reg to reg	i[28]	4.13	12
hold reg to reg	pantalla_aux[0]	0.35	0
-- placed cells by master (no fill, tap or decap), types with 6 or more instances in the layout --
master           instances
a21oi_1                  6
clkbuf_8                 6
clkdlybuf4s50_1         19
dfxtp_1                 39
inv_1                    9
nand2_1                 19
nand3_1                 13
nand4_1                  6
nor2_1                  32
nor4_4                   7
xnor2_1                 18
xor2_1                   8
-- power by group through the flow --
stage	registers (W)	logic [W]	clock network (W)
CTS	0.000208	0.0000172	0.000188
global route	0.000208	0.0000187	0.000198
finish	0.000208	0.0000171	0.000184
-- logic make-up after synthesis --
group,after synthesis,share of synthesized area
buffers and inverters,20,0.0392
DFF,39,0.340
muxes,10,0.0566
AOI/OAI and AO/OA,36,0.118
and+or+nand+nor,119,0.342
adders and majority gates,1,0.00544
xor gates and xnor gates,26,0.0991
-- metal layers --
| layer | share of wire | track usage | vias to the layer above |
|---|---|---|---|
| met1 | 0.50 | 0.105 | 890 |
| met3 | 0.048 | 0.0152 | 8 |
| li1 | - | - | 940 |
| met2 | 0.44 | 0.0990 | 49 |
| met4 | 0.014 | 0.0128 | 0 |
| met5 | 0 | 0 | - |
-- final cells by class --
type                            count  area share
Multi-Input combinational cell    192       0.523
Clock buffer                        6      0.0303
Timing Repair Buffer               20      0.0725
Inverter                           10      0.0138
Tap cell                          133      0.0610
Sequential cell                    39       0.286
Clock inverter                      2      0.0128
-- stage by stage --
stage               instance area (um2)  total power (W)  worst slack, ns
floorplan                          2300         0.000218             4.78
global placement                   2610         0.000230             4.24
detailed placement                 2610         0.000230             4.16
CTS                                2730         0.000413             4.13
global route                       2730         0.000424             3.81
finish                             2730         0.000409             4.13
-- flip-flops by register name (all words and copies together), names as in the netlist --
signal and count:
cifraBCD 4, i 32, pantalla_aux 3
-- critical path, stage by stage (launching register included) --
cell	delay (ns)
dfxtp_1	0.37
nor4_4	0.32
nand4_2	0.26
o21ai_2	0.56
nand2_1	0.23
inv_1	0.13
ha_1	0.19
nand3_1	0.24
nor4_4	0.27
nand2_2	0.18
nor4_1	0.29
xnor2_1	0.16
nor2_1	0.05
Power and IR drop assume default switching activity.
